===== ./config.mk =====
export PLATFORM = sky130hd
export DESIGN_NAME = ImmediateGenerator
export DESIGN_NICKNAME = ImmediateGenerator
export VERILOG_FILES = /design/flow/design.v
export SDC_FILE = /design/flow/constraint.sdc
export NUM_CORES = 4
export LEC_CHECK = 1
export CORE_AREA = 10 10 70 70
export DIE_AREA = 0 0 80 80

===== ./constraint.sdc =====
current_design ImmediateGenerator

set clk_period 2.0
set clk_io_pct 0.2

create_clock -name clk0 -period $clk_period

set non_clock_inputs [all_inputs -no_clocks]
set_input_delay [expr $clk_period * $clk_io_pct] -clock clk0 $non_clock_inputs
set_output_delay [expr $clk_period * $clk_io_pct] -clock clk0 [all_outputs]

===== ./design.v =====
module ImmediateGenerator(
    input [31:0] part_of_inst,   
    output reg [31:0] imm_gen_out   
  );
  reg [6:0] opcode;
  always @(*) begin 
    imm_gen_out = 32'b0;
    opcode = part_of_inst[6:0];
    case(opcode)
        7'b0010011: begin 
            if(part_of_inst[31] == 1) begin   
                imm_gen_out = {20'hfffff, part_of_inst[31:20]}; 
            end 
            else begin 
                imm_gen_out = {20'h0, part_of_inst[31:20]}; 
            end 
        end
        7'b0000011: begin 
            if(part_of_inst[31] == 1) begin   
                imm_gen_out = {20'hfffff, part_of_inst[31:20]}; 
            end 
            else begin 
                imm_gen_out = {20'h0, part_of_inst[31:20]}; 
            end
        end
        7'b1100111: begin 
            if(part_of_inst[31] == 1) begin   
                imm_gen_out = {20'hfffff, part_of_inst[31:20]}; 
            end 
            else begin 
                imm_gen_out = {20'h0, part_of_inst[31:20]}; 
            end 
        end
        7'b0100011: begin 
            if(part_of_inst[31] == 1) begin   
                imm_gen_out = {20'hfffff, part_of_inst[31:25], part_of_inst[11:8], part_of_inst[7]}; 
            end 
            else begin 
                imm_gen_out = {20'h0, part_of_inst[31:25], part_of_inst[11:8], part_of_inst[7]}; 
            end 
        end
        7'b1100011: begin 
            if(part_of_inst[31] == 1) begin   
                imm_gen_out = {19'h7ffff, part_of_inst[31], part_of_inst[7], part_of_inst[30:25], part_of_inst[11:8], 1'b0}; 
            end 
            else begin 
                imm_gen_out = {19'h0, part_of_inst[31], part_of_inst[7], part_of_inst[30:25], part_of_inst[11:8], 1'b0};
            end
        end 
        7'b1101111: begin 
            if(part_of_inst[31] == 1) begin   
                imm_gen_out = {11'h7ff, part_of_inst[31], part_of_inst[19:12], part_of_inst[20], part_of_inst[30:21],1'b0}; 
            end 
            else begin 
                imm_gen_out = {11'h0, part_of_inst[31], part_of_inst[19:12], part_of_inst[20], part_of_inst[30:21],1'b0};  
            end 
        end 
        default: begin
            imm_gen_out = 32'b0;
        end
    endcase 
  end
endmodule

===== ./run.sh =====
#!/bin/bash
# OpenROAD 26Q1-2900-gdf79404cd8, Yosys 0.63+post, stock flow scripts
make -C /OpenROAD-flow-scripts/flow DESIGN_CONFIG=/design/flow/config.mk WORK_HOME=/design/flow/orfs finish

==> results_dict.tcl <==
# place-and-route summary
set metrics [dict create \
    finish.cell_count_without_fillers 193 \
    ir_worst_vdd_uv 48.6 \
    finalHoldViolations 0 \
    worst_hold_path_type "primary input to output port" \
    dr.first_iter.drc_count 4 \
    overflow_left_after_global_routing 0 \
    worst_hold_check_slack_ns 1.31 \
    timing.final.max_slew_violations 0 \
    log.warning_count 35 \
    rsz0062_at_grt "true" \
    groute.usage.overall_pct 7.67 \
    total_power_uw 178 \
    antenna_left 0 \
    yosys.cell_types.count 25 \
    port_buffers 64 \
    area_leader_share_pct 17.5 \
    synthDominantAreaCellType "buf_4" \
    fin_setup_tns_ns -1.03 \
    postSynthAreaPerCell_um2 7.73 \
    p_leak_nw 0.749 \
    num_rows 21 \
    vias_in_the_first_global_route 881 \
    drc 0 \
    synth-area-yosys_um2 472 \
    global_route_wire_length_before_repair_um 4200 \
    crit_path_max_fanout 3 \
    critPathTopFamily "simple AND/OR/NAND/NOR gates" \
    drtPass1Iterations 3 \
    fin_crit_sh_pct 107 \
    synth.top_cells.by_area "buf_4 18%, a21o_1 14%, a211oi_1 11%" \
    critical_path_endpoint_category "output port" \
    synth.yosys.warnings 1 \
    cp_data_arrival_time_ns 1.73 \
    violations_in_the_final_reports "negative setup slack" \
    fmax_mhz 469 \
    syn-instance-count 61 \
    critPathSlowestCell "or4_4" \
    synth_cell_area_um2 472 \
    detail_route.wl_per_cell_um 13.8 \
    io_pins 64 \
    finalWorstSetupSlack_ns -0.132 \
    tightestPinTransition_ns 0.217 \
    filler_cell_count 318 \
    number_of_cells_on_the_worst_hold_path 5 \
    die_x_um 80 \
    antenna_found_initial 0 \
    floorplan.core_area_um2 3420 \
    post-route-min-period_ns 2.13 \
    outcome "complete, but fails checks" \
    ys_cells 61 \
    maximum_number_of_pins_on_one_net_before_global_route_repair 9 \
    dp_slack_ns -0.768 \
    flow.area_growth_from_synthesis_pct 204 \
    slew-limit-headroom_pct 85.4 \
    cp.buffers_inverters 5 \
    layout.clock_buffers 0 \
    num_antenna_cells 0 \
    routabilityCongestion 0.786 \
    path_cells "buf_8 -> or4_4 -> a211oi_4 -> buf_6 -> buf_6 -> buf_6 -> buf_6" \
    final-setup-viol-count 14 \
    chipArea_um2 6400 \
    area.sequential_um2 0 \
    worst-endpoint-required_ns 1.60 \
    dpl_hpwl_um 2060 \
    final_cell_mix "31 x buf_6, 24 x clkdlybuf4s50_1, 20 x buf_2, 18 x buf_4, 8 x a21o_1" \
    routed_wl_um 2670 \
    fp_util_pct 13.8 \
    crit_cells 7 \
    critPathLaunchType "primary input" \
    synth_seq_share_pct 0 \
    vias 793 \
    route.detailed.vias_per_inst 4.11 \
    crit_path_max_incr_delay_ns 0.58 \
    layout-drive-gt1-share_pct 66.0 \
    layout_top_cell_excl_fill_tap "buf_6" \
    drv.max_cap_violation_count 0 \
    seq_cell_count 0 \
    powerDensity_nw_per_um2 124 \
    path_common_cell "buf_6" \
    worstSetupPathType "primary input to output port" \
    post-place-cells 175 \
    die_y_um 80 \
]
## final timing paths
kind,startpoint,end
max,part_of_inst[2],imm_gen_out[20]
min,part_of_inst[2],imm_gen_out[26]
## per-layer routing
metal  vias up  share of wire [%]  GRT usage (%)
li1        391                  -              -
met1       359                 41           9.30
met2        43                 45           12.5
met3         0                 14           3.75
met4         0                  0          0.352
met5         -                  0              0
## cell usage after synthesis (2+ instances only)
master / count
a22o_2: 4
a21o_1: 9
a211oi_1: 7
nand2_1: 2
buf_6: 2
inv_1: 8
buf_4: 11
## where the power goes
part / total, mW / internal [mW] / switching (mW) / leakage, nW
registers: 0 / 0 / 0 / 0
logic: 0.178 / 0.118 / 0.0607 / 0.749
clock network: 0 / 0 / 0 / 0
## area by class of cell
type	count	area [um2]	area share, %
Timing Repair Buffer	100	898	62.7
Inverter	8	30.0	2.09
Multi-Input combinational cell	39	448	31.2
Tap cell	46	57.6	4.01
## cell families (layout without fill, tap and decap cells)
kind of cell	Yosys count	count (layout)	synth area share [%]
compound gates	25	25	48.5
buf+inv	22	108	29.7
mux	2	2	4.51
simple gates	12	12	17.2
## through the flow
step	cell area, um2	utilization (%)
after floorplan	488	-
after global placement	1220	35.7
after detailed placement	1220	35.7
after CTS	1380	40.5
after global routing	1430	42.0
final	1430	42.0
## repair_timing
item                                    CTS  global route
pin swaps                                14             6
hold buffers                              0             0
buffers inserted                         18             1
hold endpoints to repair                  0             0
endpoints found under the setup margin   32            28
gates cloned                              1             0
gates resized                           160            16
Power and IR drop assume default switching activity.
