==> design.v <==
module Adder(
    input [2:0] A,
    input [2:0] B,
    output [2:0] result
    );
    assign result = A + B;
endmodule
module Address_select_logic(
    input [6:0] opcode,
    input [6:0] data,
    input [2:0] add_state,
    input [1:0] AddrCtrl,
    input IRWrite,
    output [2:0] next_state
    );
    reg [2:0] ROM1;
    reg [2:0] ROM2;
    wire [2:0] ROM1_wire;
    wire [2:0] ROM2_wire;
    assign ROM1_wire[2:0] = ROM1;
    assign ROM2_wire[2:0] = ROM2;
    initial begin
        ROM1 = 0;
        ROM2 = 0;
    end
    always @(*) begin
        if(IRWrite && data == 7'b1101111) begin  
            ROM1 = 3'b010;
            ROM2 = 3'b000;
        end
        else if(opcode == 7'b0110011) begin  
            ROM1 = 3'b010;
            ROM2 = 3'b000;
        end
        else if(opcode == 7'b1100011) begin
            ROM1 = 3'b101;
            ROM2 = 3'b000;
        end
        else if(opcode == 7'b0100011) begin
            ROM1 = 3'b100;
            ROM2 = 3'b000; 
        end
        else if(opcode == 7'b0000011) begin
            ROM1 = 3'b100;
            ROM2 = 3'b011;
        end
        else begin 
            ROM1 = 3'b000;
            ROM2 = 3'b000;
        end 
    end
    MUX4x1_2bit next_state_MUX(
        .in_bit(AddrCtrl),
        .in3(0),
        .in2(ROM1_wire),     
        .in1(ROM2_wire),
        .in0(add_state),
        .out(next_state)
    );
endmodule
module ControlUnit(
    input reset,
    input clk,
    input [6:0] part_of_inst,  
    input PCcond,
    input [6:0] data,
    output reg PCWrite,
    output reg IorD,
    output reg MemRead,
    output reg MemWrite,
    output reg [1:0] MemtoReg,
    output reg IRWrite,
    output reg PCSource,
    output reg [1:0] ALUOp,
    output reg [1:0] ALUSrcB,
    output reg ALUSrcA,
    output reg RegWrite,
    output reg is_ecall  
);
    reg [2:0] state;
    wire [2:0] state_wire;
    wire [2:0] next_state;
    wire [2:0] add_state;
    wire [1:0] AddrCtrl;
    wire IRWrite_wire;
    assign state_wire = state;
    assign IRWrite_wire = IRWrite;
    assign AddrCtrl[1] = (IRWrite && (data == 7'b1101111) && (state == 3'b000)) || 
                         ((part_of_inst == 7'b0100011 || part_of_inst == 7'b0000011 || (PCcond && (part_of_inst == 7'b1100011))) && (state == 3'b010)) ||
                         ((!(PCcond) && (part_of_inst == 7'b1100011)) && (state == 3'b010)) ||
                         ((part_of_inst == 7'b0100011) && (state == 3'b100)) ||
                         (state == 3'b011) ||
                         (state == 3'b101) ||
                         (part_of_inst == 7'b1110011);
    assign AddrCtrl[0] = ((part_of_inst == 7'b0000011) && (state == 3'b100)) ||
                         ((part_of_inst == 7'b0100011) && (state == 3'b100)) ||
                         ((!(PCcond) && (part_of_inst == 7'b1100011)) && (state == 3'b010)) ||
                         (state == 3'b011) ||
                         (state == 3'b101) ||
                         (part_of_inst == 7'b1110011);
    initial begin
        PCWrite = 0;
        IorD = 0;
        MemRead = 0;
        MemtoReg = 2'b00;
        MemWrite = 0;
        IRWrite = 0;
        PCSource = 0;
        ALUOp = 2'b00;
        ALUSrcB = 2'b00;
        ALUSrcA = 0;
        RegWrite = 0;
        is_ecall = 0;
        state = 3'b000;
    end
    Adder Add1(
        .A(state_wire),
        .B(1),
        .result(add_state)
    );
    Address_select_logic Address_select_logic(
        .opcode(part_of_inst),
        .data(data),
        .add_state(add_state),
        .AddrCtrl(AddrCtrl),
        .IRWrite(IRWrite_wire),
        .next_state(next_state)
    );
    always @(posedge clk) begin
        if(reset) begin
            state <= 3'b000;
        end
        else begin
            state <= next_state;
        end
    end
    always @(*) begin
        PCWrite = 0;
        IorD = 0;
        MemRead = 0;
        MemtoReg = 2'b00;
        MemWrite = 0;
        IRWrite = 0;
        PCSource = 0;
        ALUOp = 2'b00;
        ALUSrcB = 2'b00;
        ALUSrcA = 0;
        RegWrite = 0;
        is_ecall = 0;
        if(state == 3'b000) begin
            IorD = 0;
            MemRead = 1;
            MemtoReg = 2'b00;
            MemWrite = 0;
            IRWrite = 1;
            PCSource = 0;
            ALUOp = 2'b00;
            ALUSrcB = 2'b01;
            ALUSrcA = 0;
            RegWrite = 0;
            if(data == 7'b1110011) begin
                PCWrite = 1;
                is_ecall = 1;
            end
            else begin
                PCWrite = 0;
                is_ecall = 0;
            end
        end
        else if(state == 3'b001) begin
            PCWrite = 0;
            IorD = 0;
            MemRead = 1;
            MemtoReg = 2'b00;
            MemWrite = 0;
            IRWrite = 1;
            PCSource = 0;
            ALUOp = 2'b00;
            ALUSrcB = 2'b01;
            ALUSrcA = 0;
            RegWrite = 0;
            is_ecall = 0;
        end
        else if(state == 3'b010) begin
            PCWrite = 0;
            IorD = 0;
            MemRead = 0;
            MemtoReg = 2'b00;
            MemWrite = 0;
            IRWrite = 0;
            PCSource = 0;
            ALUOp = 2'b00;
            ALUSrcB = 2'b00;
            ALUSrcA = 0;
            RegWrite = 0;
            is_ecall = 0;
            if(part_of_inst == 7'b1100011) begin
                if(!PCcond) begin
                    PCWrite = 1;
                    PCSource = 1;
                end
                ALUOp[0] = 1;
                ALUSrcA = 1;
            end
            if(part_of_inst == 7'b0110011) begin
                ALUOp[1] = 1;
                ALUSrcA = 1;
            end
            if(part_of_inst == 7'b0010011) begin
                ALUOp[1] = 1;
                ALUSrcB[1] = 1;
                ALUSrcA = 1;
            end
            if(part_of_inst == 7'b0000011 || part_of_inst == 7'b0100011) begin
                ALUSrcB[1] = 1;
                ALUSrcA = 1;
            end
            if(part_of_inst == 7'b1101111) begin
                ALUSrcB[1] = 1;
            end
            if(part_of_inst == 7'b1100111) begin
                ALUSrcB[1] = 1;
                ALUSrcA = 1;
            end
        end
        else if(state == 3'b101) begin
            PCWrite = 1;
            IorD = 0;
            MemRead = 0;
            MemtoReg = 2'b00;
            MemWrite = 0;
            IRWrite = 0;
            PCSource = 0;
            ALUOp = 2'b00;
            ALUSrcB = 2'b10;
            ALUSrcA = 0;
            RegWrite = 0;
            is_ecall = 0;
        end
        else if(state == 3'b100) begin
            PCWrite = 0;
            IorD = 0;
            MemRead = 0;
            MemtoReg = 2'b00;
            MemWrite = 0;
            IRWrite = 0;
            PCSource = 0;
            ALUOp = 2'b00;
            ALUSrcB = 2'b00;
            ALUSrcA = 0;
            RegWrite = 0;
            is_ecall = 0;
            if(part_of_inst == 7'b0100011) begin
                PCWrite = 1;
                IorD = 1;
                MemWrite = 1;
                ALUSrcB[0] = 1;
            end
            if(part_of_inst == 7'b0000011) begin
                IorD = 1;
                MemRead = 1;
            end
        end
        else if (state == 3'b011) begin
            PCWrite = 1;
            IorD = 0;
            MemRead = 0;
            MemtoReg = 2'b00;
            MemWrite = 0;
            IRWrite = 0;
            PCSource = 0;
            ALUOp = 2'b00;
            ALUSrcB = 2'b01;
            ALUSrcA = 0;
            RegWrite = 1;
            is_ecall = 0;
            if(part_of_inst == 7'b0000011) begin
                MemtoReg[0] = 1;
            end
            if(part_of_inst == 7'b1101111 || part_of_inst == 7'b1100111) begin
                MemtoReg[1] = 1;
                PCSource = 1;
            end
        end
    end
endmodule
module MUX4x1_2bit(input [1:0] in_bit,
    input [2:0] in3,
    input [2:0] in2,
    input [2:0] in1,
    input [2:0] in0,
    output [2:0] out);
    assign out = in_bit[1] ? (in_bit[0] ? in3 : in2) : (in_bit[0] ? in1 : in0);
endmodule
==> run.sh <==
#!/bin/bash
# OpenROAD 26Q1-2900-gdf79404cd8, Yosys 0.63+post, stock flow scripts
make -C /OpenROAD-flow-scripts/flow DESIGN_CONFIG=/design/flow/config.mk WORK_HOME=/design/flow/orfs finish
==> config.mk <==
export PLATFORM = sky130hd
export DESIGN_NAME = ControlUnit
export DESIGN_NICKNAME = ControlUnit
export VERILOG_FILES = /design/flow/design.v
export SDC_FILE = /design/flow/constraint.sdc
export NUM_CORES = 4
export LEC_CHECK = 1
export CORE_AREA = 10 10 76 76
export DIE_AREA = 0 0 86 86
==> constraint.sdc <==
current_design ControlUnit

set clk_period 3.7
set clk_io_pct 0.2

create_clock -name clk0 -period $clk_period [get_ports {clk}]

set non_clock_inputs [all_inputs -no_clocks]
set_input_delay [expr $clk_period * $clk_io_pct] -clock clk0 $non_clock_inputs
set_output_delay [expr $clk_period * $clk_io_pct] -clock clk0 [all_outputs]
==> out/results.ini <==
[run_status]
status=complete, no violations

[power_and_ir_drop]
leakagePower_uw=0.000360
ir_drop_mv=0.137
power_per_cell_area_nw_per_um2=285

[synthesis]
synthTopCellsByArea=ha_1, dfxtp_1, a21oi_1
synth_seq_share_pct=9.94
ys_ff=3
synth-area-yosys_um2=604
ys_cells=86
synthCells=86
ff_type=dfxtp_1
synth_top_area_share_pct=10.4
syn_avg_cell_area_um2=7.03
ys_types=39
edf_count=0
synth_warnings=4
syn_area_um2=604
top_area_cell=ha_1
async_reset_ff_share_pct=0

[timing]
setup_slack_ns=0.212
setup_viol=0
hold_viol=0
worst_slew_pin_slew_ns=0.498
finalClockPeriodUsage_pct=94.3
drv_slew=0
finalCriticalPeriod_ns=3.49
maxSlewHeadroom_pct=66.7
fmax_mhz=287
tns_ns=0
grt_setup_unrepaired=no
clock_skew_ns=0.000443

[setup_path]
crit_fanout=6
r2r-start=state[0]$_SDFF_PP0_
crit_arrival_ns=2.75
cp.required_ns=2.96
worst_setup_path_start_kind=input port
reg2regPathDepth=7
crit_end=MemRead
r2r-end=state[1]$_SDFF_PP0_
path_class=input port to output port
crit_start=part_of_inst[1]
end_kind=output port
reg2reg_slack_ns=1.91

[grt]
grtUsageTotal_pct=5.81
grt_pass1_vias=823
antenna_found_initial=0
grt.overflow.total=0
grt_pass1_wl_um=3720
grt_max_degree=17

[die]
dieHeight_um=86
chipArea_um2=7400
core_um2=4120
fp-utilization_pct=14.7
io_pins=32
rows=23
die_w_um=86

[routing]
num_antenna_cells=0
drc=0
drtIter0Drc=47
routed_via_density=4.45
wl_per_cell_um=12.5
drt-pass1-iter-count=4
routed_wl_um=2150
via_count=761
antenna_left=0

[clock_network]
clkLatencyLatePin_ns=0.21
h-tree-depth=1
postCtsSetupBuffers=0
ctsHoldBuffers=0
cts-resized-gates=0
cts_buffers=3
clockBufferDepth=2
tritoncts=built
cts-root-buf=clkbuf_8
cts.sinks=3
clk_pin_slew_ns=0.03

[cells_and_area]
largest_register_ffs=3
layout-drive-gt1-share_pct=7.44
reg_top3=state: 3 flops
fillCellCount=439
final_core_util_pct=24.9
top_register=state
fin_area_um2=1030
syn2layout_area_growth_pct=69.8

[hold_path]
hold-path-cell-count=3
hold_path.class=flip-flop to flip-flop

[place]
dpl-instance-area_um2=981
place_hpwl_um=1830
io_buffers=31
dp_slack_ns=0.206
place_congestion=0.845

[run]
warning_count=28
cap_violations=0

-- placed cells by master, fill, tap and decap left out, drive strengths merged, types with 2 or more instances in the layout --
cell type	count
nor4b	2
nand3	3
or2	3
o31a	2
clkdlybuf4s50	31
and3	2
nand2	4
buf	2
clkbuf	4
nand2b	3
a21oi	6
ha	5
nor4	3
nor2	9
nor2b	2
nor3	5
inv	6
o21bai	2
dfxtp	3
o21ai	5
and2	2
or4	2
-- report_power, final --
group          internal, uW  switching, uW
registers              38.5           9.19
logic                  83.3           68.5
clock network          73.3           19.5
-- cell families (layout without fill, tap and decap cells) --
logic type                 Yosys count  count (layout)  synth area share, %
buffers and inverters                8              43                 5.59
DFF                                  3               3                 9.94
AOI/OAI and AO/OA                   24              24                 26.3
adders and majority gates            5               5                 10.4
and+or+nand+nor                     46              46                 47.8
-- worst min path at each step --
stage	from	endpoint	slack, ns
6_report	state[0]$_SDFF_PP0_	state[0]$_SDFF_PP0_	0.72
5_1_grt	state[0]$_SDFF_PP0_	state[0]$_SDFF_PP0_	0.77
4_1_cts	state[0]$_SDFF_PP0_	state[0]$_SDFF_PP0_	0.73
-- stage by stage --
step                hold WS [ns]  power, uW  instances
global route               0.775        319        171
floorplan                  0.647        130         86
finish                     0.723        292        171
CTS                        0.729        299        171
detailed placement         0.717        202        167
global placement           0.714        203        167
-- layer usage --
metal | track usage [%] | up-vias | wire length, um
li1 | - | 395 | -
met4 | 0.599 | 0 | 0
met5 | 0 | - | 0
met2 | 11.0 | 12 | 1190
met1 | 6.70 | 354 | 855
met3 | 1.05 | 0 | 102
-- area by class of cell --
cell class / count / area (um^2) / area share, %
flip-flops and latches: 3 / 60.1 / 5.85
multi-input cells: 75 / 510 / 49.8
repair buffers: 33 / 325 / 31.7
well taps: 50 / 62.6 / 6.10
inverters: 6 / 22.5 / 2.20
clock buffers: 4 / 45.0 / 4.39
-- cells in the mapped netlist, types with 2 or more instances --
master / n
nor2_1: 8
a21oi_1: 6
inv_1: 6
ha_1: 5
nor3_1: 5
nand2_1: 4
dfxtp_1: 3
nand2b_1: 3
nand3_1: 3
nor4_1: 3
o21ai_1: 3
and2_1: 2
and3_1: 2
nor2b_1: 2
nor4b_1: 2
o21ai_0: 2
o21bai_1: 2
o31a_1: 2
or2_1: 2
or4_1: 2
-- worst max-delay path: stages --
cell and delay, ns:
clkdlybuf4s50_1 0.52, nand4bb_4 0.17, or2_4 0.28, or4_1 0.40, a21oi_1 0.15, clkdlybuf4s50_1 0.49
Power is estimated from default activity; no workload was simulated.
