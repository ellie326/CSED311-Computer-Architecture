--- run.sh ---
#!/bin/bash
# OpenROAD 26Q1-2900-gdf79404cd8, Yosys 0.63+post, stock flow scripts
make -C /OpenROAD-flow-scripts/flow DESIGN_CONFIG=/design/flow/config.mk WORK_HOME=/design/flow/orfs finish
--- config.mk ---
export PLATFORM = sky130hd
export DESIGN_NAME = alu
export DESIGN_NICKNAME = alu
export VERILOG_FILES = /design/flow/design.v
export SDC_FILE = /design/flow/constraint.sdc
export NUM_CORES = 4
export LEC_CHECK = 1
export CORE_UTILIZATION = 40
--- constraint.sdc ---
current_design alu

set clk_period 10.6
set clk_io_pct 0.2

create_clock -name clk0 -period $clk_period

set non_clock_inputs [all_inputs -no_clocks]
set_input_delay [expr $clk_period * $clk_io_pct] -clock clk0 $non_clock_inputs
set_output_delay [expr $clk_period * $clk_io_pct] -clock clk0 [all_outputs]
--- design.v ---
module alu (
	input [4:0]  alu_op,       
	input [31:0] alu_in_1,     
  input [31:0] alu_in_2,     
  output reg [31:0] alu_result,   
  output reg alu_bcond);      
	always @(*) begin
  	alu_result = 0;
    alu_bcond = 0;
    case(alu_op)
      5'b00001, 5'b00110, 5'b00111, 5'b01000, 5'b01110: begin
				alu_result = alu_in_1 + alu_in_2;
			end
			5'b00010: begin
				alu_bcond = (alu_in_1 == alu_in_2) ? 1 : 0;
			end
			5'b00011: begin
				alu_bcond = (alu_in_1 != alu_in_2) ? 1 : 0;
			end
			5'b00100: begin
				alu_bcond = (alu_in_1 < alu_in_2) ? 1 : 0;
			end
			5'b00101: begin
				alu_bcond = (alu_in_1 >= alu_in_2) ? 1 : 0;
			end
			5'b01001, 5'b10001: begin
				alu_result = alu_in_1 ^ alu_in_2;
			end
			5'b01010, 5'b10011: begin
				alu_result = alu_in_1 | alu_in_2;
			end
			5'b01011, 5'b10100: begin
				alu_result = alu_in_1 & alu_in_2;
			end
			5'b01100, 5'b10000: begin
				alu_result = alu_in_1 << alu_in_2;
			end
			5'b01101, 5'b10010: begin
				alu_result = alu_in_1 >> alu_in_2;
			end
			5'b01111: begin
				alu_result = alu_in_1 - alu_in_2;
			end
			default: begin
			end
		endcase
	end
endmodule
==> results_dict.tcl <==
# metrics dict for downstream scripts
set metrics [dict create \
    use_met2_pct 55.4 \
    tns_ns 0 \
    yosys_warnings 1 \
    top_usage_layer "met2" \
    tightest_slew_ns 0.922 \
    die_x_um 149 \
    final_layout_top_logic_cells "nor2_1, nand2_1, a21oi_1" \
    final_cells 1643 \
    min_path_cells 3 \
    placedCellCount 1643 \
    power.share.sequential_pct 0 \
    drt_first_pass_iters 6 \
    fp_util_pct 41.0 \
    fmax_mhz 106 \
    p_comb_share_pct 100.0 \
    top_area_cell "ha_1" \
    power.internal_w 0.000184 \
    grt_setup_unrepaired "false" \
    worstSetupPathType "primary input to output port" \
    final-hold-violation-count 0 \
    ant_nets 0 \
    net-switching-power_w 0.000288 \
    gr-total-overflow 0 \
    syn2layout_area_growth_pct 12.6 \
    synth_area_mm2 0.00865 \
    cap_violations 0 \
    post_cts_buffers 0 \
    ys_chip_area_mm2 0.00865 \
    die_area_mm2 0.0222 \
    layout-drive-gt1-share_pct 4.82 \
    track_usage_pct 38.0 \
    rows 53 \
    critical_path.max_fanout 22 \
    use_met3_pct 4.09 \
    drt-total-wl_um 41900 \
    antenna_found_initial 0 \
    route.detailed.drc 0 \
    required_ns 8.48 \
    grt_max_degree 74 \
    numPortBuffers 102 \
    io_pins 102 \
    ys_seq_share_pct 0 \
    startpoint_type "primary input" \
    utilization_pct 46.2 \
    worstPathArrival_ns 7.32 \
    drt-initial-drc-count 1073 \
    relSlewSlack_pct 37.9 \
    avgSynthCellArea_um2 6.37 \
    ir_worst_vdd_uv 21.8 \
    grt_use_met1_pct 53.7 \
    synth_top_area_share_pct 15.5 \
    setup_slack_ns 1.16 \
    avgRoutedWirePerCell_um 25.5 \
    fin_crit_ns 9.44 \
    fillCellCount 2274 \
    core_mm2 0.0211 \
    dp.final_hpwl_um 32600 \
    ys_cells 1359 \
    p_leak_nw 3.94 \
    hp-class "primary input to output port" \
    p_sw_share_pct 60.9 \
    vias 11000 \
    avgViaCountPerCell 6.68 \
    cts_hold_buf 0 \
    seqCellArea_um2 0 \
    gp_congestion 1.06 \
    hold_start "alu_op[3]" \
    antenna_cells 0 \
    clock_buffers 0 \
    clkPwrFrac_pct 0 \
    synthDistinctLibCells 81 \
    synth.area.top_cells "ha_1, a21oi_1, nor2_1, o21ai_0, nand2_1" \
    period_used_pct 89.1 \
    setup_violations 0 \
    flops 0 \
    fp.dieH_um 149 \
    dpl_worst_slack_ns 1.32 \
    hold_end "alu_bcond" \
    status "completed" \
    grt_pass1_wl_um 63000 \
    grt_pass1_vias 10100 \
    tool_warnings 107 \
    final_layout_top_logic_cell "nor2_1" \
    cts_resized 0 \
    endpoint_kind "output port" \
    power.density_mw_per_mm2 48.5 \
    syn_inst 1359 \
    slew_violations 0 \
]
==> cells by family (layout without fill, tap and decap cells) <==
logic type,count (synthesis),count (layout),share of synthesized area (%)
compound gates,521,521,40.8
simple gates,449,449,24.4
xor+xnor,6,6,0.607
buf+inv,208,217,9.23
mux,66,66,9.09
fa+ha+maj,109,109,15.9
==> layout make-up <==
cell class	instances	area [um^2]	area share [%]
multi-input cells	1151	7890	81.0
repair buffers	123	1160	11.9
inverters	94	353	3.62
well taps	275	344	3.53
==> synth_stat cells, types with 7 or more instances <==
cell type and count:
o21a_1 10, o22ai_1 21, a221oi_1 20, mux2_2 11
inv_1 92, nor2b_1 10, buf_1 11, nand2b_1 21
a211oi_1 39, a221o_1 14, nand3_1 23, a21oi_1 123
o211ai_1 25, o211a_1 7, mux4_2 9, a22oi_1 14
and3_1 13, mux2i_1 46, a21o_1 9, clkbuf_1 94
and2_1 14, o221ai_1 16, nor3_1 42, ha_1 107
nor2_1 147, o31ai_1 8, or4_1 8, buf_2 8
a211o_1 8, nor4_1 14, o21ai_0 94, a2111oi_0 10
nand2_1 124, o21bai_1 10, o21ai_1 12, a31oi_1 21
==> worst max-delay path: stages <==
cell and delay [ns]:
clkdlybuf4s50_1 0.94, clkinv_1 0.48, ha_1 0.54, a21oi_1 0.16
o21ai_1 0.12, o31ai_2 0.33, o21ai_1 0.25, a31o_1 0.30
o31a_1 0.31, a31oi_1 0.45, o311ai_1 0.24, a2111oi_0 0.49
o22ai_1 0.16, clkdlybuf4s50_1 0.43
==> per-layer routing <==
layer / share of wire, % / vias up
met1: 43 / 5133
met5: 0 / -
met2: 42 / 625
met3: 8.0 / 105
li1: - / 5118
met4: 7.3 / 0
==> how the worst max path moves through the flow <==
stage	to	startpoint	cells past startpoint	slack, ns
after CTS	alu_result[29]	alu_in_2[4]	14	1.31
final	alu_result[29]	alu_in_2[4]	14	1.16
after global routing	alu_result[29]	alu_in_2[4]	14	0.80
==> power by group through the flow <==
| stage | sequential (W) | clock (W) | combinational [W] |
|---|---|---|---|
| after CTS | 0 | 0 | 0.000461 |
| after global routing | 0 | 0 | 0.000509 |
| final | 0 | 0 | 0.000472 |
==> through the flow <==
| step | total power [W] | area (um^2) | hold slack, ns |
|---|---|---|---|
| after floorplan | 0.000278 | 8650 | 4.47 |
| after global placement | 0.000460 | 9750 | 5.42 |
| after detailed placement | 0.000457 | 9750 | 5.43 |
| after CTS | 0.000461 | 9750 | 5.43 |
| after global routing | 0.000509 | 9750 | 5.49 |
| final | 0.000472 | 9750 | 5.43 |
No activity file was given, so power comes from the tool's default toggle rates.
